**flow/run.sh**
```bash
#!/bin/bash
# OpenROAD 26Q1-2900-gdf79404cd8, Yosys 0.63+post, stock flow scripts
make -C /OpenROAD-flow-scripts/flow DESIGN_CONFIG=/design/flow/config.mk WORK_HOME=/design/flow/orfs finish
```
**flow/config.mk**
```make
export PLATFORM = sky130hd
export DESIGN_NAME = LCDI_top
export DESIGN_NICKNAME = LCDI_top
export VERILOG_FILES = /design/flow/design.v
export SDC_FILE = /design/flow/constraint.sdc
export NUM_CORES = 4
export LEC_CHECK = 1
export CORE_UTILIZATION = 50
```
**flow/design.v**
```verilog
`timescale 1ns / 1ps
module LCDI(clk, datain, dataout, control);
    input clk;
    input [39:0] datain;
    output [3:0] dataout;
    output [2:0] control;
	 reg [2:0] sel=0;
	 reg [25:0] delay=0;  
	 reg [5:0] state=0;
	 reg [3:0] dataout=0;
	 reg [2:0] control=0;  
	 reg [7:0] DR=0;
	 reg [7:0] MUX=0;
	 reg [4:0] temp=0;
	 always @(sel or datain)
	 case(sel)
	 0:temp = datain[4:0];
	 1:temp = datain[9:5];
	 2:temp = datain[14:10];
	 3:temp = datain[19:15];
	 4:temp = datain[24:20];
	 5:temp = datain[29:25];
	 6:temp = datain[34:30];
	 7:temp = datain[39:35];
	 endcase
	 always @(temp)
	 case(temp)
	 0:MUX = 8'h30;
	 1:MUX = 8'h31;
	 2:MUX = 8'h32;
	 3:MUX = 8'h33;
	 4:MUX = 8'h34;
	 5:MUX = 8'h35;
	 6:MUX = 8'h36;
	 7:MUX = 8'h37;
	 8:MUX = 8'h38;
	 9:MUX = 8'h39;
	 10:MUX = 8'h41; 
	 11:MUX = 8'h42; 
	 12:MUX = 8'h43; 
	 13:MUX = 8'h44; 
	 14:MUX = 8'h45; 
	 15:MUX = 8'h46; 
	 16:MUX = 8'h2E; 
	 17:MUX = 8'h3A; 
	 18:MUX = 8'h2B; 
	 19:MUX = 8'h2D; 
	 20:MUX = 8'h2A; 
	 21:MUX = 8'h2F; 
	 22:MUX = 8'h28; 
	 23:MUX = 8'h29; 
	 24:MUX = 8'h3C; 
	 25:MUX = 8'h3E; 
	 26:MUX = 8'h6D; 
	 27:MUX = 8'h53; 
	 28:MUX = 8'hE4; 
	 29:MUX = 8'hF4; 
	 30:MUX = 8'h3D; 
	 31:MUX = 8'hFE; 
	 endcase
	 always @ (posedge clk)
	 begin
	 case(state)
	 0:begin delay <= 750_000; state<= 1;control <= 0;    end
	 1:begin 
	   if(delay==0)begin state <= 2; delay<=12; dataout<= 4'h3; control<=3'h4; end
		else delay <= delay -1; 
		end
	 2:begin if(delay==0)begin delay <= 205_000; state<= 3;control <= 0; end
	   else delay <= delay -1 ; 
		end
	 3:begin 
	   if(delay==0)begin state <= 4; delay<=12; dataout<= 4'h3; control<=3'h4; end
		else delay <= delay -1; 
		end
	 4:begin if(delay==0)begin delay <= 5_000; state<= 5;control <= 0; end
	   else delay <= delay -1 ; 
		end
	 5:begin 
	   if(delay==0)begin state <= 6; delay<=12; dataout<= 4'h3; control<=3'h4; end
		else delay <= delay -1; 
		end
	 6:begin if(delay==0)begin delay <= 2_000; state<= 7;control <= 0; end
	   else delay <= delay -1 ; 
		end
	 7:begin 
	   if(delay==0)begin state <= 8; delay<=12; dataout<= 4'h2; control<=3'h4; end
		else delay <= delay -1; 
		end
	 8:begin if(delay==0)begin delay <= 2_000; state<= 9;control <= 0; end
	   else delay <= delay -1 ; 
		end
	 9:begin 
	   if(delay==0)begin state <= 10;sel <= 4; end
		else delay <= delay -1; 
		end
	10:begin  case(sel)
	                0: begin state <= 20; delay <= 82_000; end
						 1: begin state <= 11; DR <= 8'h01; end
						 2: begin state <= 11; DR <= 8'h0C; end
						 3: begin state <= 11; DR <= 8'h06; end
						 4: begin state <= 11; DR <= 8'h28; end 		 
				 default: state <= 0 ;
				 endcase end
	11:begin state <= 12; control <= 0; dataout <= DR[7:4]; delay <= 2; sel <= sel -1; end
	12:begin if(delay==0)begin delay <= 12; state<= 13; control<=3'h4; end
	         else delay <= delay -1 ;end
	13:begin if(delay==0)begin delay <= 2; state<= 14; control<=0; end
	         else delay <= delay -1 ; end
	14:begin if(delay==0)begin delay <= 50 ; state<= 15; end
	         else delay <= delay -1 ; end
	15:begin if(delay==0)begin state <= 16; control <= 0; dataout <=DR[3:0]; delay <= 2;end
	         else delay <= delay -1 ; end
	16:begin if(delay==0)begin delay <= 12; state<= 17; control<=3'h4; end
	         else delay <= delay -1 ; end
	17:begin if(delay==0)begin delay <= 2; state<= 18; control<=0; end
	         else delay <= delay -1 ; end
	18:begin if(delay==0)begin delay <= 2_000 ; state<= 19; end
	         else delay <= delay -1 ; end
	19:begin if(delay==0)begin state<= 10; end
	         else delay <= delay -1 ; end
	20:begin if(delay==0)begin state<= 21; end
	   else delay <= delay -1 ; 
		end
	21:begin state <= 22;sel <= 8; end
	22:begin state <= 23; DR <=8'h80; end
	23:begin state <= 24; control <= 0; dataout <= DR[7:4]; delay <= 2; sel <= sel -1; end
	24:begin if(delay==0)begin delay <= 12; state<= 25; control<=3'h4; end
	         else delay <= delay -1 ;end
	25:begin if(delay==0)begin delay <= 2; state<= 26; control<=0; end
	         else delay <= delay -1 ; end
	26:begin if(delay==0)begin delay <= 50 ; state<= 27; end
	         else delay <= delay -1 ; end
	27:begin if(delay==0)begin state <= 28; control <= 0; dataout <=DR[3:0]; delay <= 2;end
	         else delay <= delay -1 ; end
	28:begin if(delay==0)begin delay <= 12; state<= 29; control<=3'h4; end
	         else delay <= delay -1 ; end
	29:begin if(delay==0)begin delay <= 2; state<= 30; control<=0; end
	         else delay <= delay -1 ; end
	30:begin if(delay==0)begin delay <= 2_000 ; state<= 31; end
	         else delay <= delay -1 ; end
	31:begin if(delay==0)begin state<= 32; end
	         else delay <= delay -1 ; end
	32:begin state <= 33; DR <= MUX; end
	33:begin state <= 34; control <= 3'b010; dataout <= DR[7:4]; delay <= 2; end
	34:begin if(delay==0)begin delay <= 12; state<= 35; control<=3'b110; end
	         else delay <= delay -1 ;end
	35:begin if(delay==0)begin delay <= 2; state<= 36; control<=3'b010; end
	         else delay <= delay -1 ; end
	36:begin if(delay==0)begin delay <= 50 ; state<= 37;control<=0; end
	         else delay <= delay -1 ; end
	37:begin if(delay==0)begin state <= 38; control <= 3'b010; dataout <=DR[3:0]; delay <= 2;end
	         else delay <= delay -1 ; end
	38:begin if(delay==0)begin delay <= 12; state<= 39; control<=3'b110; end
	         else delay <= delay -1 ; end
	39:begin if(delay==0)begin delay <= 2; state<= 40; control<=3'b010; end
	         else delay <= delay -1 ; end
	40:begin if(delay==0)begin delay <= 2_000 ; state<= 41;control<=0; end
	         else delay <= delay -1 ; end
	41:begin if(delay==0)begin if(sel==0)state<= 42;else begin state<= 32; sel<=sel - 1; end end
	         else delay <= delay -1 ; end
	42:begin state <= 43; delay <= 1_000_000; end
        43:begin if(delay==0)begin state<= 21; end
	         else delay <= delay -1 ; end	
	default: state <= 0;
	endcase
	 end
endmodule
`timescale 1ns / 1ps
module LCDI_top(CLK, dataout, control);
    input CLK;
    output [3:0] dataout;
    output [2:0] control;
    LCDI LCDIm( .clk( CLK ), .datain( 40'h123456789A ), .dataout( dataout ), .control( control ) );
endmodule
```
**flow/constraint.sdc**
```tcl
current_design LCDI_top

set clk_period 11.9
set clk_io_pct 0.2

create_clock -name clk0 -period $clk_period [get_ports {CLK}]

set non_clock_inputs [all_inputs -no_clocks]
set_input_delay [expr $clk_period * $clk_io_pct] -clock clk0 $non_clock_inputs
set_output_delay [expr $clk_period * $clk_io_pct] -clock clk0 [all_outputs]
```
==> impl_metrics.tcl <==
# yosys + openroad results
set metrics [dict create \
    hp-class "reg -> reg" \
    dp_slack_ns 8.73 \
    holdPathStages 1 \
    min_to "LCDIm.dataout[2]" \
    core_region_area_um2 8260 \
    cts_root_buf "clkbuf_8" \
    slew_viol_final 0 \
    grt_max_degree 57 \
    timing.rr.start "LCDIm.delay[0]" \
    fin_ws_ns 8.42 \
    cp_data_arrival_time_ns 1.10 \
    synthDominantCellAreaShare_pct 34.3 \
    status "complete, no violations" \
    finalCritPeriodShare_pct 29.2 \
    pwr-share-seq_pct 64.3 \
    synth-main-ff-cell "edfxtp_1" \
    edf_count 49 \
    reg2reg_to "LCDIm.delay[16]" \
    ys.flops 49 \
    slowest_stage "clkdlybuf4s50_1" \
    p_int_mw 0.228 \
    min-delay-start "LCDIm.DR[6]" \
    rrSetupSlack_ns 8.68 \
    crit_family "buffers and inverters" \
    hold_violations 0 \
    aoi_share_pct 26.5 \
    tool_warnings 33 \
    pwr-share-clk_pct 35.7 \
    clock-sinks 49 \
    synthTopLogicFamily "AND-OR/OR-AND gates" \
    ys_types 67 \
    wire_per_inst_um 19.3 \
    antenna_found_initial 0 \
    routed_via_density 6.49 \
    final_antenna_net_count 0 \
    p_sw_mw 0.0618 \
    synthCells 532 \
    cts_tree "done" \
    cp_cell_sequence "clkdlybuf4s50_1" \
    fin_worst_skew_ns 0.0122 \
    min_period_ns 3.48 \
    die_x_um 94.6 \
    final_util_pct 54.3 \
    io_pins 8 \
    critPathMaxFanout 1 \
    post_cts_buffers 0 \
    most_common_cell "nor2_1" \
    fin_tns_setup_ns 0 \
    clock_path_buffers 2 \
    hold_buffers 0 \
    numPortBuffers 6 \
    required_ns 9.52 \
    routed_wl_um 11900 \
    synth_xor_xnor_area_share_pct 5.31 \
    power_leakage_nw 1.48 \
    maxSlewHeadroom_pct 35.5 \
    max_freq_mhz 288 \
    worstRegToRegCells 8 \
    floorplan.core_util_pct 52.0 \
    critical-path-max-stage-delay_ns 0.46 \
    worst_pin_slew_ns 0.959 \
    gp_congestion 0.964 \
    area_delta_synth_final_pct 4.55 \
    syn_area_um2 4290 \
    cp-end-kind "output port" \
    grt.overflow.total 0 \
    vias 4003 \
    ctsHtreeMaxLevel 2 \
    dp_hpwl_um 8330 \
    peakVddDrop_mv 0.0517 \
    drt_first_pass_iters 6 \
    clk_latency_ns 0.31 \
    top_cells_by_count "nor2_1, a21oi_1, edfxtp_1, nand2_1, o21ai_0" \
    ys_area_um2 4290 \
    start_kind "register" \
    whs_ns 0.543 \
    power_density_nw_per_um2 64.7 \
    combPwrFrac_pct 0 \
    rsz0062_at_grt "no" \
    cts_buffers 5 \
    cts_resized 0 \
    timing.final.setup_violations 0 \
    cap_violations 0 \
    area_leaders "edfxtp_1, a21oi_1, nor2_1" \
    grt_pass1_wl_um 19900 \
    fp.dieArea_um2 8950 \
    adder_share_pct 2.92 \
    antenna_cells 0 \
    drcViolationCount 0 \
    layout-drive-gt1-share_pct 6.05 \
    drtIter0Drc 450 \
    cts.clk_slew.worst_paths_ns 0.10 \
    grt_pass1_vias 3726 \
    synth.avg_cell_area_um2 8.06 \
    simple_gate_share_pct 24.8 \
    yosysCellCount 532 \
    chipHeight_um 94.6 \
    ys_seq_share_pct 34.3 \
    async_flop_share_pct 0 \
    netlist.top_cell.by_area "edfxtp_1" \
    crit_buf_inv 1 \
    switching_share_pct 21.3 \
    ys_sh_mux_pct 0.933 \
    synth_warnings 1 \
    row_count 33 \
    grt_util_all_layers_pct 30.1 \
    crit_type "reg -> out" \
]
-- registers in the layout, indices dropped and copies added (netlist names) --
signal	count
LCDIm.DR	8
LCDIm.sel	3
LCDIm.control	2
LCDIm.dataout	4
LCDIm.delay	26
LCDIm.state	6
-- cell families (layout without fill, tap and decap cells) --
kind of cell | count (synthesis) | count (layout)
simple gates | 211 | 211
compound gates | 174 | 174
buf+inv | 57 | 37
flops | 49 | 49
xor+xnor | 26 | 26
fa+ha+maj | 10 | 10
mux | 4 | 4
other cells | 1 | 1
-- through the flow --
stage	cell area, um2	cells	power, mW
floorplan	4290	532	0.191
global placement	4400	609	0.191
detailed placement	4400	609	0.191
CTS	4490	617	0.292
global route	4490	617	0.300
finish	4490	617	0.290
-- worst max path at each step --
stage                             from    endpoint  slack, ns  cells past startpoint
final                 LCDIm.dataout[2]  dataout[2]       8.42                      1
after global routing  LCDIm.dataout[2]  dataout[2]       8.35                      1
after CTS             LCDIm.dataout[2]  dataout[2]       8.40                      1
-- placed cells by master, fill, tap and decap left out, types with 4 or more instances in the layout --
| cell | instances |
|---|---|
| clkbuf_8 | 5 |
| o221ai_1 | 4 |
| o32ai_1 | 5 |
| a21o_1 | 5 |
| a31oi_1 | 6 |
| mux2i_1 | 4 |
| nand4_1 | 5 |
| clkdlybuf4s50_1 | 6 |
| a21oi_1 | 50 |
| a211oi_1 | 6 |
| buf_4 | 12 |
| a32oi_1 | 6 |
| inv_1 | 10 |
| o21bai_1 | 5 |
| o21ai_0 | 38 |
| o22ai_1 | 7 |
| nand3_1 | 15 |
| or2_2 | 5 |
| xnor2_1 | 12 |
| nand2b_1 | 11 |
| nor4_1 | 6 |
| or4_1 | 5 |
| xor2_1 | 14 |
| edfxtp_1 | 49 |
| nor2_1 | 57 |
| nand2_1 | 41 |
| ha_1 | 10 |
| a221oi_1 | 6 |
| or3_1 | 7 |
| nor2b_1 | 16 |
| nor3_1 | 24 |
-- area by class of cell --
class | instances | area [um2]
fill | 803 | 3770
clock inverter | 3 | 21.3
clock buffer | 5 | 68.8
sequential | 49 | 1470
timing repair buffer | 18 | 150
tap | 105 | 131
inverter | 11 | 41.3
multi-input combinational | 426 | 2600
-- layer usage --
metal / GRT usage (%) / vias up / share of wire [%]
met5: 0 / - / 0
met4: 8.96 / 0 / 3.9
met3: 4.49 / 35 / 6.4
met2: 45.3 / 149 / 46
met1: 46.9 / 1876 / 44
li1: - / 1943 / -
-- power by group through the flow --
stage / Clock [mW] / Sequential, mW / Combinational, mW
final: 0.104 / 0.187 / 0.00000468
after global routing: 0.113 / 0.187 / 0.0000419
after CTS: 0.106 / 0.187 / 0.00000717
Power and IR drop assume default switching activity.
