<file path="design/flow/run.sh">
#!/bin/bash
# OpenROAD 26Q1-2900-gdf79404cd8, Yosys 0.63+post, stock flow scripts
make -C /OpenROAD-flow-scripts/flow DESIGN_CONFIG=/design/flow/config.mk WORK_HOME=/design/flow/orfs finish
</file>
<file path="design/flow/design.v">
`timescale 1ns / 1ps
module PmodCLP( btnr, CLK, d10, d1, d10ths, JB, JC, test );
    input btnr;					 
    input CLK;					 
	input [ 7:0 ] d10;		 
	input [ 7:0 ] d1;			 
	input [ 7:0 ] d10ths;		 
	output [ 7:0 ] JB;			 
	output reg [ 3:0 ] test;
    output [ 9:7 ] JC;
	wire [ 7:0 ] JB;
	wire [ 9:7 ] JC;
	parameter [ 3:0 ] stFunctionSet = 0,			 
						stDisplayCtrlSet = 1,
						stDisplayClear = 2,
						stPowerOn_Delay = 3,		 
						stFunctionSet_Delay = 4,
						stDisplayCtrlSet_Delay = 5,
						stDisplayClear_Delay = 6,
						stInitDne = 7,				 
						stActWr = 8,
						stCharDelay = 9;			 
	reg [ 4:0 ] clkCount = 5'b00000;
	reg [ 20:0 ] count = 21'b000000000000000000000;	 
	wire delayOK;									 
	reg oneUSClk;									 
	reg [ 3:0 ] stCur = stPowerOn_Delay;			 
	reg [ 3:0 ] stNext;
	wire writeDone;									 
	reg [ 9:0 ] LCD_CMDS1, LCD_CMDS2;
	always @ ( lcd_cmd_ptr1 ) begin
		case ( lcd_cmd_ptr1 )
			0: 	LCD_CMDS1 <= { 2'b00, 8'h3C };		 
			1: 	LCD_CMDS1 <= { 2'b00, 8'h0C };		 
			2: 	LCD_CMDS1 <= { 2'b00, 8'h01 };		 
			3: 	LCD_CMDS1 <= { 2'b00, 8'h02 };		 
			4: 	LCD_CMDS1 <= { 2'b10, 8'h53 };		 
			5: 	LCD_CMDS1 <= { 2'b10, 8'h31 };		 
			6: 	LCD_CMDS1 <= { 2'b10, 8'h3A };		 
		endcase
	end
	always @ ( lcd_cmd_ptr2 ) begin
	   case ( lcd_cmd_ptr2 )
	        0: LCD_CMDS2 <= { 2'b00, 8'h85 };		 
	        1: LCD_CMDS2 <= { 2'b10, d10 };		     
	        2: LCD_CMDS2 <= { 2'b00, 8'h86 };		 
	        3: LCD_CMDS2 <= { 2'b10, d1 };           
	        4: LCD_CMDS2 <= { 2'b10, 8'h2E };		 
	        5: LCD_CMDS2 <= { 2'b00, 8'h88 };        
	        6: LCD_CMDS2 <= { 2'b10, d10ths };       
	   endcase
	end
	reg [ 2:0 ] lcd_cmd_ptr1, lcd_cmd_ptr2;
	always @ ( posedge CLK ) begin
		if ( clkCount == 5'b11000 ) begin  
			clkCount <= 5'b00000;
			oneUSClk <= ~oneUSClk;
		end
		else begin
			clkCount <= clkCount + 1'b1;
		end
	end
	always @ ( posedge oneUSClk ) begin
		if(delayOK == 1'b1) begin
			count <= 21'b000000000000000000000;
		end
		else begin
			count <= count + 1'b1;
		end
	end
	assign delayOK = (
		( ( stCur == stPowerOn_Delay ) && ( count == 21'b111101000010010000000 ) ) ||			 
		( ( stCur == stFunctionSet_Delay ) && ( count == 21'b000000000111110100000 ) ) ||		 
		( ( stCur == stDisplayCtrlSet_Delay ) && ( count == 21'b000000000111110100000 ) ) ||	 
		( ( stCur == stDisplayClear_Delay ) && ( count == 21'b000000000111110100000 ) ) ||		 
		( ( stCur == stCharDelay ) && ( count == 21'b000111111011110100000 ) )				 
	) ? 1'b1 : 1'b0;
	assign writeDone = ( lcd_cmd_ptr1 == 3'b111 ) ? 1'b1 : 1'b0;
	always @ ( posedge oneUSClk ) begin
		if ( ( stNext == stInitDne || stNext == stDisplayCtrlSet || stNext == stDisplayClear ) && writeDone == 1'b0 ) begin
			lcd_cmd_ptr1 <= lcd_cmd_ptr1 + 1'b1;
		end
		else if ( ( stNext == stInitDne || stNext == stDisplayCtrlSet || stNext == stDisplayClear ) && writeDone ) begin
			if ( lcd_cmd_ptr2 == 3'b111 ) 
			   lcd_cmd_ptr2 <= 3'b000;
			else
			   lcd_cmd_ptr2 <= lcd_cmd_ptr2 + 1'b1;
		end
		else if( stCur == stPowerOn_Delay || stNext == stPowerOn_Delay ) begin
			lcd_cmd_ptr1 <= 3'b000;
			lcd_cmd_ptr2 <= 3'b000;
		end
		else begin
			lcd_cmd_ptr1 <= lcd_cmd_ptr1;
			lcd_cmd_ptr2 <= lcd_cmd_ptr2;
		end
	end
	always @ ( posedge oneUSClk ) begin
		if ( btnr == 1'b1 ) begin
			stCur <= stPowerOn_Delay;
		end
		else begin
			stCur <= stNext;
		end
	end
	always @ ( stCur or delayOK or writeDone or lcd_cmd_ptr1 or lcd_cmd_ptr2 ) begin
		case (stCur)
			stPowerOn_Delay: 
				begin
					if ( delayOK == 1'b1 ) begin
						stNext <= stFunctionSet;
					end
					else begin
						stNext <= stPowerOn_Delay;
					end
				end
			stFunctionSet: 
			begin
				stNext <= stFunctionSet_Delay;
			end
			stFunctionSet_Delay: 
				begin
					if(delayOK == 1'b1) begin
						stNext <= stDisplayCtrlSet;
					end
					else begin
						stNext <= stFunctionSet_Delay;
					end
				end
			stDisplayCtrlSet: 
				begin
						stNext <= stDisplayCtrlSet_Delay;
				end
			stDisplayCtrlSet_Delay: 
				begin
					if ( delayOK == 1'b1 ) begin
						stNext <= stDisplayClear;
					end
					else begin
						stNext <= stDisplayCtrlSet_Delay;
					end
				end
			stDisplayClear: 
				begin
					stNext <= stDisplayClear_Delay;
				end
			stDisplayClear_Delay: 
				begin
					if ( delayOK == 1'b1 ) begin
						stNext <= stInitDne;
					end
					else begin
						stNext <= stDisplayClear_Delay;
					end
				end
			stInitDne: 
				begin		
					stNext <= stActWr;
				end
			stActWr: 
				begin
					stNext <= stCharDelay;
				end
			stCharDelay: 
				begin
					if ( delayOK == 1'b1 ) begin
						stNext <= stInitDne;
					end
					else begin
						stNext <= stCharDelay;
					end
				end
			default: stNext <= stPowerOn_Delay;
		endcase
	end
	assign JC[ 7 ] = ( writeDone ) ? LCD_CMDS2[ 9 ] : LCD_CMDS1[ 9 ];
	assign JC[ 8 ] = ( writeDone ) ? LCD_CMDS2[ 8 ] : LCD_CMDS1[ 8 ];
	assign JB = ( writeDone ) ? LCD_CMDS2[ 7:0 ] : LCD_CMDS1[ 7:0 ];
	assign JC[ 9 ] = ( stCur == stFunctionSet || stCur == stDisplayCtrlSet || stCur == stDisplayClear || stCur == stActWr ) ? 1'b1 : 1'b0;
endmodule
</file>
<file path="design/flow/config.mk">
export PLATFORM = sky130hd
export DESIGN_NAME = PmodCLP
export DESIGN_NICKNAME = PmodCLP
export VERILOG_FILES = /design/flow/design.v
export SDC_FILE = /design/flow/constraint.sdc
export NUM_CORES = 4
export LEC_CHECK = 1
export CORE_UTILIZATION = 40
</file>
<file path="design/flow/constraint.sdc">
current_design PmodCLP

set clk_period 1.8
set clk_io_pct 0.2

create_clock -name clk0 -period $clk_period [get_ports {CLK}]

set non_clock_inputs [all_inputs -no_clocks]
set_input_delay [expr $clk_period * $clk_io_pct] -clock clk0 $non_clock_inputs
set_output_delay [expr $clk_period * $clk_io_pct] -clock clk0 [all_outputs]
</file>
==> impl_metrics.env <==
# physical design summary
export IMPL_outcome="finished, final reports clean"
export IMPL_synth_area_per_cell_sq_um=8.96
export IMPL_ant_nets=0
export IMPL_detailedPlacementHpwl_microns=3660
export IMPL_cts_htree_levels=1
export IMPL_synth_async_reset_ratio_pct=0
export IMPL_dpl_cell_count=392
export IMPL_timing_critical_path_required_ps=1710
export IMPL_worst_path_buf_inv=1
export IMPL_via_total_after_detailed_routing=2006
export IMPL_cts_repair_timing_setup_buffer_count=0
export IMPL_fin_skew_ps=4.78
export IMPL_num_fill_cells=614
export IMPL_regToRegStartpoint="clkCount[0]$_SDFF_PN0_"
export IMPL_floorplan_io_pins=41
export IMPL_untimed_endpoints=64
export IMPL_enable_flop_cells=7
export IMPL_rsz_0062_raised_after_global_routing="no"
export IMPL_worst_skew_pair_late_latency_ps=220
export IMPL_warnings=35
export IMPL_timing_final_crit_period_ps=1190
export IMPL_worstSetupStartpoint="clkCount[0]$_SDFF_PN0_"
export IMPL_layout_cells_most_common="nor2_1"
export IMPL_worst_ep_arrival_time_ps=1100
export IMPL_max_freq_mhz=838
export IMPL_post_cts_resize_count=0
export IMPL_hold_violations=0
export IMPL_worst_slew_pin_transition_ps=606
export IMPL_core_rowCount=29
export IMPL_tally_of_yosys_warning_messages=5
export IMPL_drv_slew=0
export IMPL_cpLargestDelayFamily="flip-flops"
export IMPL_rr_endpoint="oneUSClk$_DFFE_PN_"
export IMPL_cts_tree="built"
export IMPL_critical_path_cell_chain="inv_1, ha_1, and4b_1"
export IMPL_layout_area_overhead_vs_synth_pct=16.0
export IMPL_first_iter_violations=55
export IMPL_drt_pre_antenna_iters=4
export IMPL_unclocked_regs=48
export IMPL_syn_area_sq_um=2610
export IMPL_finalSetupTns_ps=0
export IMPL_synth_cell_types=52
export IMPL_synth_area_yosys_sq_um=2610
export IMPL_floorplan_initialDensity_pct=41.3
export IMPL_path_depth_of_the_worst_reg2reg_path=3
export IMPL_cts_buffers=3
export IMPL_critPathKind="flip-flop to flip-flop"
export IMPL_multiInputGateArea_sq_um=1390
export IMPL_cts_hold_fix_buffers=0
export IMPL_initial_antenna_violation_count=0
export IMPL_yosys_stat_cells=291
export IMPL_route_detailed_vias_per_inst=5.07
export IMPL_antenna_cells_inserted=0
export IMPL_placeableCoreArea_sq_um=6310
export IMPL_synth_flop_count=54
export IMPL_globalplace_congestion=0.812
export IMPL_final_layout_size_suffix_gt1_share_pct=6.27
export IMPL_numPortBuffers=35
export IMPL_grt_pass1_vias=1716
export IMPL_final_util_pct=47.9
export IMPL_critPathMaxFanout=5
export IMPL_drt_drc_violations_left=0
export IMPL_wire_length_of_the_first_global_routing_pass_microns=7510
export IMPL_setup_viol_count_final=0
export IMPL_root_buffer="clkbuf_8"
export IMPL_instances_no_fill=396
export IMPL_timing_final_crit_share_pct=66.3
export IMPL_cts_reportedPaths_clkPinSlew_ps=40
export IMPL_final_cell_mix="nor2_1, clkdlybuf4s50_1, dfxtp_1"
export IMPL_ir_drop_mv=0.811
export IMPL_hp_class="flip-flop to flip-flop"
export IMPL_die_h_microns=82.7
export IMPL_chip_area_sq_um=6840
export IMPL_synth_main_ff_cell="dfxtp_1"
export IMPL_grt_overflow_total=0
export IMPL_critical_path_startpoint_type="flip-flop"
export IMPL_drv_max_cap_violation_count=0
export IMPL_ff2ff_setup_slack_ps=610
export IMPL_timing_max_slew_rel_slack_pct=59.6
export IMPL_grt_max_degree=32
export IMPL_routed_wire_length_per_instance_microns=12.2
export IMPL_netlist_instances=291
export IMPL_cts_path_max_buffers=2
export IMPL_grtUsageTotal_pct=14.3
export IMPL_final_hold_worst_slack_ps=465
export IMPL_cp_endpoint="oneUSClk$_DFFE_PN_"
export IMPL_die_w_microns=82.7
export IMPL_crit_end_element="flip-flop"
export IMPL_critical_path_depth=3
export IMPL_cell_leakage_power_uw=0.00123
export IMPL_power_per_cell_area_nw_per_um2=134
export IMPL_slowest_stage="dfxtp_1"
export IMPL_wl_microns=4830
export IMPL_area_sequential_sq_um=1070
export IMPL_cpPeakStageDelay_ps=330
==> worst min-delay path by stage <==
| stage | from | to | cells after the start | slack (ps) |
|---|---|---|---|---|
| 6_report | clkCount[0]$_SDFF_PN0_ | clkCount[0]$_SDFF_PN0_ | 1 | 460 |
| 4_1_cts | clkCount[0]$_SDFF_PN0_ | clkCount[0]$_SDFF_PN0_ | 1 | 470 |
| 5_1_grt | clkCount[0]$_SDFF_PN0_ | clkCount[0]$_SDFF_PN0_ | 1 | 500 |
==> per-layer routing <==
layer	global-route usage [%]	part of all wire, %	vias to the layer above
met2	24.1	45	48
met4	0.690	0.31	0
met5	0	0	-
li1	-	-	1056
met3	1.11	6.3	2
met1	21.6	49	900
==> stage by stage <==
stage / worst slack (ps) / area (sq um) / total power [uW]
6_report: 607 / 3020 / 406
3_5_place_dp: 623 / 2980 / 198
3_3_place_gp: 672 / 2980 / 199
5_1_grt: 544 / 3020 / 420
2_1_floorplan: 644 / 2620 / 149
4_1_cts: 610 / 3020 / 409
==> report_power, final <==
group / switching, uW / leakage, uW / total, uW / internal, uW
clock: 56.9 / 0.0000228 / 209 / 152
combinational: 10.7 / 0.000743 / 59.2 / 48.5
sequential: 0.0386 / 0.000460 / 137 / 137
total: 67.7 / 0.00123 / 406 / 338
==> logic make-up after synthesis <==
kind of cell | share of synthesized area, %
xor+xnor | 7.39
buf+inv | 6.48
compound gates | 9.27
other cells | 0.144
flops | 31.1
mux | 3.46
latches | 9.79
simple gates | 24.3
fa+ha+maj | 8.07
==> synthesized netlist by cell type, types with 6 or more instances <==
library cell	count	area [sq um]
dfxtp_1	30	601
inv_1	17	63.8
clkbuf_1	8	30.0
xnor2_1	11	96.3
edfxtp_1	7	210
nor3_1	11	55.1
nand3_1	8	40.0
xor2_1	11	96.3
nor2_1	37	139
dlxtn_1	17	255
ha_1	16	200
mux2_2	8	90.1
nand2_1	21	78.8
buf_4	7	52.6
a21oi_1	6	30.0
nand4_1	14	87.6
==> area by class of cell <==
class / instances / area share [%]
multi-input cells: 207 / 45.9
flip-flops and latches: 54 / 35.3
repair buffers: 37 / 12.1
well taps: 77 / 3.19
inverters: 17 / 2.11
clock buffers: 4 / 1.49
==> registers in the layout (all words and copies together) (netlist names) <==
name          cells
stCur             4
clkCount          5
lcd_cmd_ptr2      3
lcd_cmd_ptr1      3
LCD_CMDS1         8
LCD_CMDS2         9
oneUSClk          1
count            21
Power and IR drop assume default switching activity.
