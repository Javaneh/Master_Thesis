==> flow/design.v <==
`timescale 1ns / 1ps
module Setup_LCD( CLK, dOut, ctrl, done );
    input CLK;               
    output done;             
    output [ 7:0 ] dOut;     
    output [ 2:0 ] ctrl;     
    wire [ 7:0 ] dOut;
    wire [ 2:0 ] ctrl;
    parameter [ 2:0 ]  stFunctionSet = 0,                         
                        stDisplayCtrlSet = 1,
                        stDisplayClear = 2,
                        stPowerOn_Delay = 3,                     
                        stFunctionSet_Delay = 4,
                        stDisplayCtrlSet_Delay = 5,
                        stDisplayClear_Delay = 6,
                        stInitDne = 7;
    reg [ 6:0 ] clkCount = 7'b0000000;
    reg [ 20:0 ] count = 21'b000000000000000000000;     
    wire delayOK;                                 
    reg oneUSClk = 0;                                 
    reg [ 3:0 ] stCur = stPowerOn_Delay;             
    reg [ 3:0 ] stNext;
    wire writeDone;                                     
    reg [ 9:0 ] LCD_CMDS;
    always @ ( lcd_cmd_ptr )
        case ( lcd_cmd_ptr )
            0: LCD_CMDS <= { 2'b00, 8'h3C };  
            1: LCD_CMDS <= { 2'b00, 8'h0C };  
            2: LCD_CMDS <= { 2'b00, 8'h01 };  
            3: LCD_CMDS <= { 2'b00, 8'h02 };  
        endcase
    reg [ 2:0 ] lcd_cmd_ptr;
    always @ ( posedge CLK ) begin
        if( clkCount == 7'b0110010 ) begin  
            clkCount <= 7'b0000000;
            oneUSClk <= ~oneUSClk;
        end
			else begin
				clkCount <= clkCount + 1'b1;
			end
	end
	always @ ( posedge oneUSClk ) begin
		if ( delayOK == 1'b1 ) begin
			count <= 21'b000000000000000000000;
		end
		else begin
			count <= count + 1'b1;
		end
	end
	assign delayOK = (
				( ( stCur == stPowerOn_Delay ) && ( count == 21'b111101000010010000000 ) ) ||             
				( ( stCur == stFunctionSet_Delay ) && ( count == 21'b000000000111110100000 ) ) ||         
				( ( stCur == stDisplayCtrlSet_Delay ) && ( count == 21'b000000000111110100000 ) ) ||     
				( ( stCur == stDisplayClear_Delay ) && ( count == 21'b000100111000100000000 ) )         
	) ? 1'b1 : 1'b0;
	assign writeDone = ( lcd_cmd_ptr == 3'b100 ) ? 1'b1 : 1'b0;  
	always @ ( posedge oneUSClk ) begin
		if ( ( stNext == stInitDne || stNext == stDisplayCtrlSet || stNext == stDisplayClear ) && writeDone == 1'b0 ) begin
			lcd_cmd_ptr <= lcd_cmd_ptr + 1'b1;
		end
		else if ( stCur == stPowerOn_Delay || stNext == stPowerOn_Delay ) begin
			lcd_cmd_ptr <= 5'b00000;
		end
		else begin
			lcd_cmd_ptr <= lcd_cmd_ptr;
		end
	end
	always @ ( posedge oneUSClk ) begin
		stCur <= stNext;
	end
	always @ ( stCur or delayOK or writeDone or lcd_cmd_ptr ) begin
		case ( stCur )
			stPowerOn_Delay : 
			begin
				if ( delayOK == 1'b1 ) begin
					stNext <= stFunctionSet;
				end
				else begin
					stNext <= stPowerOn_Delay;
				end
			end
			stFunctionSet : 
			begin
				stNext <= stFunctionSet_Delay;
			end
			stFunctionSet_Delay : 
			begin
				if ( delayOK == 1'b1 ) begin
					stNext <= stDisplayCtrlSet;
				end
				else begin
						stNext <= stFunctionSet_Delay;
				end
			end
			stDisplayCtrlSet : 
			begin
				stNext <= stDisplayCtrlSet_Delay;
			end
			stDisplayCtrlSet_Delay : 
			begin
				if ( delayOK == 1'b1 ) begin
					stNext <= stDisplayClear;
				end
				else begin
					stNext <= stDisplayCtrlSet_Delay;
				end
			end
			stDisplayClear    : 
			begin
				stNext <= stDisplayClear_Delay;
			end
			stDisplayClear_Delay : 
			begin
				if ( delayOK == 1'b1 ) begin
					stNext <= stInitDne;
				end
				else begin
					stNext <= stDisplayClear_Delay;
				end
			end
			stInitDne : 
			begin        
				stNext <= stInitDne;
			end
			default : stNext <= stPowerOn_Delay;
		endcase
	end
	assign ctrl[ 0 ] = LCD_CMDS[ 9 ]; 
	assign ctrl[ 1 ] = LCD_CMDS[ 8 ]; 
	assign dOut = LCD_CMDS[ 7:0 ]; 
	assign ctrl[ 2 ] = ( stCur == stFunctionSet || stCur == stDisplayCtrlSet || stCur == stDisplayClear ) ? 1'b1 : 1'b0;
	assign done = ( stCur == stInitDne || stNext == stInitDne ) ? 1'b1 : 1'b0;
endmodule
`timescale 1ns / 1ps
module charGenerator( LCD_SetUp_Done, CLK, dOut, ctrl, done );
	input LCD_SetUp_Done;					 
	input CLK;								 
	output [ 7:0 ] dOut;						 
	output [ 2:0 ] ctrl;
    output done;
	wire [ 7:0 ] dOut;
	wire [ 2:0 ] ctrl;
	parameter [ 2:0 ]  stInitDne = 4,
						stActWr = 1,
						stCharDelay = 2,
						stWriteDne = 3,
						stDoNothing = 0;						 
	reg [ 6:0 ] clkCount = 7'b0000000;
	reg [ 20:0 ] count = 21'b000000000000000000000;	 
	wire delayOK;								 
	reg oneUSClk = 0;								 
	reg [ 3:0 ] stCur; 
	reg [ 3:0 ] stNext;
	wire writeDone;									 
	reg [ 9:0 ] LCD_CMDS;
	always @ ( lcd_cmd_ptr )
		case ( lcd_cmd_ptr )
			0: LCD_CMDS <= { 2'b10, 8'h53 };  
			1: LCD_CMDS <= { 2'b10, 8'h31 };  
			2: LCD_CMDS <= { 2'b10, 8'h3A };  
			3: LCD_CMDS <= { 2'b10, 8'h10 };  
			4: LCD_CMDS <= { 2'b00, 8'hC0 };  
			5: LCD_CMDS <= { 2'b10, 8'h53 };  
			6: LCD_CMDS <= { 2'b10, 8'h32 };  
			7: LCD_CMDS <= { 2'b10, 8'h3A };  
			8: LCD_CMDS <= { 2'b10, 8'h10 };  
		endcase
	reg [ 3:0 ] lcd_cmd_ptr;
	always @ ( posedge CLK ) begin
		if( clkCount == 7'b0110010 ) begin  
			clkCount <= 7'b0000000;
			oneUSClk <= ~oneUSClk;
		end
		else begin
			clkCount <= clkCount + 1'b1;
		end
	end
	always @ ( posedge oneUSClk ) begin
		if ( delayOK == 1'b1 ) begin
			count <= 21'b000000000000000000000;
		end
		else begin
			count <= count + 1'b1;
		end
	end
	assign delayOK = (
				( ( stCur == stCharDelay ) && ( count == 21'b000111111011110100000 ) )					 
	) ? 1'b1 : 1'b0;
	assign writeDone = ( lcd_cmd_ptr == 4'b1001 ) ? 1'b1 : 1'b0;  
	always @ ( posedge oneUSClk ) begin
		if ( ( stNext == stInitDne ) && writeDone == 1'b0 ) begin
			lcd_cmd_ptr <= lcd_cmd_ptr + 1'b1;
		end
		else begin
			lcd_cmd_ptr <= lcd_cmd_ptr;
		end
	end
		always @ ( posedge oneUSClk ) begin
			stCur <= stNext;
		end
		always @ ( LCD_SetUp_Done ) begin
			if ( LCD_SetUp_Done )
				stNext <= stInitDne;
			else
				stNext <= stDoNothing;
		end
		always @ ( stCur or delayOK or writeDone or lcd_cmd_ptr ) begin
			case ( stCur )
				stInitDne : 
				begin		
					stNext <= stActWr;
				end
				stActWr : 
				begin
					if ( writeDone )
						stNext <= stWriteDne;
					else
						stNext <= stCharDelay;
				end
				stCharDelay : 
				begin
					if ( delayOK == 1'b1 ) begin
						stNext <= stInitDne;
					end
					else if ( writeDone ) begin
						stNext <= stWriteDne;
					end
					else begin
						stNext <= stCharDelay;
					end
				end
				stWriteDne :
				begin
					stNext <= stDoNothing;
				end
				stDoNothing :
				begin
					stNext <= stDoNothing;
				end
				default : stNext <= stInitDne;
			endcase
		end
		assign ctrl[ 0 ] = LCD_CMDS[ 9 ];  
		assign ctrl[ 1 ] = LCD_CMDS[ 8 ];  
		assign dOut = LCD_CMDS[ 7:0 ];  
		assign ctrl[ 2 ] = ( stCur == stActWr ) ? 1'b1 : 1'b0;
		assign done = ( stCur == stActWr ) ? 1'b1 : 1'b0;
endmodule
`timescale 1ns / 1ps
module ctrlMux( ctrlLcdSetUp, ctrlCharGen, ctrlSel, ctrlOut);
    input [ 2:0 ] ctrlLcdSetUp, ctrlCharGen;
    input [ 1:0 ] ctrlSel;
    output reg [ 2:0 ] ctrlOut;
    always @ ( ctrlLcdSetUp or ctrlCharGen or ctrlSel ) begin
        case ( ctrlSel )
            0: ctrlOut <= ctrlLcdSetUp;
            1: ctrlOut <= ctrlCharGen;
        endcase
    end
endmodule
`timescale 1ns / 1ps
module dOutMux( dOutLcdSetUp, dOutCharGen, dOutSel, dOutFinal );
    input [ 7:0 ] dOutLcdSetUp, dOutCharGen;
    input [ 1:0 ] dOutSel;
    output reg [ 7:0 ] dOutFinal;
    always @ ( dOutLcdSetUp or dOutCharGen or dOutSel )
        case ( dOutSel )
            0: dOutFinal <= dOutLcdSetUp;
            1: dOutFinal <= dOutCharGen;
        endcase
endmodule
`timescale 1ns / 1ps
module masterThesis( CLK, dOut, ctrl, done );
    input CLK;
    output [ 7:0 ] dOut;
    output [ 2:0 ] ctrl;
    output [ 1:0 ] done;
    wire [ 7:0 ] lcdSetUpDout;
    wire [ 7:0 ] charGenDout;
    wire [ 2:0 ] lcdSetUpCtrl;
    wire [ 2:0 ] charGenCtrl;
    wire lcdSetUpDne, charGenDne;
    Setup_LCD Setup_LCD_mod( .CLK( CLK ), .dOut( lcdSetUpDout ), .ctrl( lcdSetUpCtrl) , .done( lcdSetUpDne ) );
    charGenerator charGen_mod( .LCD_SetUp_Done( lcdSetUpDne ), .CLK( CLK ), .dOut( charGenDout ), .ctrl( charGenCtrl ), .done( charGenDne ) );
    dOutMux dOutMux_mod( .dOutLcdSetUp( lcdSetUpDout ), .dOutCharGen( charGenDout ), .dOutSel( { charGenDne, lcdSetUpDne } ), .dOutFinal( dOut ) );
    ctrlMux ctrlMux_mod( .ctrlLcdSetUp( lcdSetUpCtrl ), .ctrlCharGen( charGenCtrl ), .ctrlSel( { charGenDne, lcdSetUpDne } ), .ctrlOut( ctrl ) );
    assign done = { charGenDne, lcdSetUpDne };
endmodule
==> flow/run.sh <==
#!/bin/bash
# OpenROAD 26Q1-2900-gdf79404cd8, Yosys 0.63+post, stock flow scripts
make -C /OpenROAD-flow-scripts/flow DESIGN_CONFIG=/design/flow/config.mk WORK_HOME=/design/flow/orfs finish
==> flow/config.mk <==
export PLATFORM = sky130hd
export DESIGN_NAME = masterThesis
export DESIGN_NICKNAME = masterThesis
export VERILOG_FILES = /design/flow/design.v
export SDC_FILE = /design/flow/constraint.sdc
export NUM_CORES = 4
export LEC_CHECK = 1
export CORE_UTILIZATION = 40
==> flow/constraint.sdc <==
current_design masterThesis

set clk_period 2.7
set clk_io_pct 0.2

create_clock -name clk0 -period $clk_period [get_ports {CLK}]

set non_clock_inputs [all_inputs -no_clocks]
set_input_delay [expr $clk_period * $clk_io_pct] -clock clk0 $non_clock_inputs
set_output_delay [expr $clk_period * $clk_io_pct] -clock clk0 [all_outputs]
==> qor.csv <==
stage,metric,value,unit
clock_network,total CTS buffers,3,
floorplanning,num ports,14,
placed_design,placed cells,250,
global_route,initial antenna violation count,0,
route,final WL,2630,µm
timing,Worst Hold Margin,459,ps
route,residual DRC count,0,
global_route,GRT overflow,0,
clock_network,Worst-path clk slew,40,ps
timing,Setup TNS Final,0,ps
yosys,Cells after Synth,194,
timing,max-slew violation count,0,
min_path,Worst Hold Class,reg -> reg,
critical_path,critical path startpoint,Setup_LCD_mod.clkCount[0]$_SDFF_PN0_,
clock_network,clock root cell,clkbuf_8,
yosys,Syn Area/Cell,9.27,µm²
critical_path,FF-to-FF Start,Setup_LCD_mod.clkCount[0]$_SDFF_PN0_,
job,tool warnings,30,
route,vias,1238,
floorplanning,Die Span X,69.1,µm
yosys,Unique cell types,37,
power,PD cells,139,nW/µm²
yosys,yosys xor share,11.7,%
final_layout,layout cell share with drive strength beyond 1,5.45,%
timing,register pins left without a clock,31,
global_route,vias in the first global route,1074,
placed_design,pre-CTS WS,1030,ps
yosys,#FFs+latches synth,39,
yosys,Mux area share,1.18,%
route,# diodes,0,
timing,endpoints left unconstrained,41,
timing,worst-margin pin slew,954,ps
route,Via density,4.87,
yosys,Post-Synth Simple-Gate Area,24.8,%
critical_path,CP endpoint,Setup_LCD_mod.oneUSClk$_DFFE_PN_,
yosys,Yosys Chip Area,1800,µm²
yosys,post-synth top area cell,dfxtp_1,
yosys,Post-synth EDFFs,4,
timing,setup ws final,1010,ps
critical_path,Crit Path Category,reg -> reg,
clock_network,post_cts resized,0,
timing,Slew headroom,35.8,%
clock_network,H-tree levels,1,
route,WL/cell,10.4,µm
min_path,hold path start,Setup_LCD_mod.clkCount[6]$_SDFF_PN0_,
route,DRT antenna net count,0,
yosys,"Cell Area, Synth",1800,µm²
placed_design,Buffers on Ports,7,
timing,fmax,0.592,GHz
route,First-pass DRT Iterations,4,
yosys,Yosys Warn Count,9,
yosys,ys cells,194,
critical_path,Worst R2R Path Depth,4,
critical_path,endpoint class of the critical path,register,
yosys,adder share,6.26,%
power,P_leak,0.737,nW
floorplanning,core footprint,4320,µm²
critical_path,startpoint types,register,
timing,Final Hold Viols,0,
critical_path,Critical Path AT,1540,ps
power,VDD IR max,474,µV
final_layout,post-route cell area,1930,µm²
clock_network,setup bufs post-CTS,0,
final_layout,most frequent cells in the layout,"nor2_1 (38), dfxtp_1 (31), nand3_1 (14)",
clock_network,TritonCTS clock tree,built,
floorplanning,row cnt,24,
final_layout,Layout Cells excl Fill,254,
placed_design,dpl cell area,1890,µm²
yosys,top cells by area,"dfxtp_1 (34%), nor2_1 (7.9%), edfxtp_1 (6.7%), xor2_1 (6.3%), ha_1 (6.3%)",
placed_design,RD Place Congestion,0.817,
critical_path,Crit Path Max Fanout,6,
global_route,first-pass GRT wire length,4750,µm
yosys,Post-synth ARST share,0,%
global_route,total track usage,11.9,%
timing,final setup vio count,0,
floorplanning,DIE HEIGHT,69.1,µm
clock_network,Clock Path Buffers,2,
timing,crit path time final,1690,ps
yosys,Dominant flop cell,dfxtp_1,
timing,clk_skew,7.60,ps
yosys,Synth logic family,simple AND/OR/NAND/NOR gates,
timing,RSZ-0062 raised after global routing,no,
route,Iter 0 DRT Violations,57,
floorplanning,FP Core Util,41.6,%
timing,Final period util,62.6,%
critical_path,"Req. time, crit path",2550,ps
clock_network,clk latency late pin,230,ps
outcome,status,finished clean,
floorplanning,Die ar.,4770,µm²
job,Maximum Capacitance Violations,0,
critical_path,FF-to-FF setup slack,1010,ps
yosys,Max-area cell share,34.5,%
clock_network,cts hold-fix bufs,0,
final_layout,most numerous logic cell after layout,nor2_1,
critical_path,FF-to-FF End,Setup_LCD_mod.oneUSClk$_DFFE_PN_,
global_route,largest net degree at the start of global routing,28,
placed_design,post-DP HPWL,2000,µm
final_layout,Layout area overhead,7.30,%
yosys,yosys aoi share,4.03,%
## Yosys cell counts (2+ instances only)
cell type,n
o21ai_0,2
xor2_1,13
xnor2_1,11
or4b_1,4
nor4_1,4
inv_1,13
ha_1,9
dfxtp_1,31
nand4_1,5
nor3_1,2
buf_4,8
nand3_1,14
edfxtp_1,4
and3_1,2
buf_6,2
nor2_1,38
nand2_1,9
dlxtn_1,4
## per-layer routing
metal / GRT usage, % / wire, µm
met1: 20.4 / 1380
met2: 18.3 / 1170
met3: 1.19 / 85
met4: 0 / 0
met5: 0 / 0
## registers in the layout, summed over array words and instances (netlist names)
register                   count
Setup_LCD_mod.clkCount         7
Setup_LCD_mod.count           21
Setup_LCD_mod.lcd_cmd_ptr      3
Setup_LCD_mod.oneUSClk         1
Setup_LCD_mod.stCur            3
Setup_LCD_mod.LCD_CMDS         4
## report_power, final
group            total (W)  leakage, nW  internal, W  switching, W
combinational  0.000000114        0.388            0   0.000000113
clock             0.000147       0.0228     0.000102     0.0000448
sequential        0.000121        0.326     0.000121             0
## layout make-up
class,instances,area [µm²]
Multi-Input combinational cell,137,886
Clock buffer,4,45.0
Fill cell,432,2390
Tap cell,52,65.1
Sequential cell,39,801
Inverter,13,48.8
Timing Repair Buffer,9,85.1
## critical path, stage by stage (launching register included)
cell      delay, ps
dfxtp_1         330
inv_1            70
ha_1            140
nand2b_1         50
nor4_1          720
## stage by stage
step | power [W] | utilization, %
after floorplan | 0.000129 | -
after global placement | 0.000123 | 43.6
after detailed placement | 0.000123 | 43.6
after CTS | 0.000271 | 44.6
after global routing | 0.000279 | 44.6
final | 0.000268 | 44.6
## logic make-up (layout without fill, tap and decap cells)
logic type / Yosys count / count (layout)
other: 1 / 6
multiplexers: 2 / 2
adder cells (fa/ha/maj): 9 / 9
buffers and inverters: 23 / 26
AND-OR/OR-AND: 8 / 8
latches: 4 / 4
flip-flops: 35 / 35
XOR/XNOR: 24 / 24
AND/OR/NAND/NOR: 88 / 88
## worst min-delay path by stage
stage,to,slack [ps],cells past startpoint
after CTS,Setup_LCD_mod.clkCount[6]$_SDFF_PN0_,460,1
final,Setup_LCD_mod.clkCount[6]$_SDFF_PN0_,460,1
after global routing,Setup_LCD_mod.clkCount[6]$_SDFF_PN0_,500,1
No activity file was given, so power comes from the tool's default toggle rates.
